`design/flow/config.mk`:
```
export PLATFORM = sky130hd
export DESIGN_NAME = main
export DESIGN_NICKNAME = main
export VERILOG_FILES = /design/flow/design.v
export SDC_FILE = /design/flow/constraint.sdc
export NUM_CORES = 4
export LEC_CHECK = 1
export CORE_UTILIZATION = 30
```
`design/flow/constraint.sdc`:
```
current_design main

set clk_period 5.6
set clk_io_pct 0.2

create_clock -name clk0 -period $clk_period [get_ports {clk}]

set non_clock_inputs [all_inputs -no_clocks]
set_input_delay [expr $clk_period * $clk_io_pct] -clock clk0 $non_clock_inputs
set_output_delay [expr $clk_period * $clk_io_pct] -clock clk0 [all_outputs]
```
`design/flow/design.v`:
```
module datapath(
  x, y, s, b,
  s_en, s_step, s_sub, s_zero,
  y_en, y_select_next, y_upd,
  clk, rst
);
  input [7:0] x;
  output reg [7:0] y;
  output reg [2:0] s;
  output b;
  input s_en, s_sub, s_zero, y_en, y_upd;
  input [1:0] s_step, y_select_next;
  input clk, rst;
  wire [2:0] s_next;
  assign s_next =
    s_sub
    ? (s_zero ? 0 : s) - s_step
    : (s_zero ? 0 : s) + s_step;
  always @(posedge clk, posedge rst)
    if(rst) s <= 0;
    else
      if(s_en) s <= s_next;
  reg [7:0] y_next;
  always @*
    if(y_upd)
      case(y_select_next)
      0: y_next = y;
      1: y_next = y + s;
      2: y_next = y - s;
      3: y_next = y + 1;
      default: y_next = 1'sbx;
      endcase
    else
      y_next = x;
  always @(posedge clk, posedge rst)
    if(rst) y <= 0;
    else
      if(y_en) y <= y_next;
  assign b = y[s];
endmodule
module main(x, on, start, y, s, b, regime, active, clk, rst);
  input [7:0] x;
  input [1:0] on;
  input start;
  output [7:0] y;
  output [2:0] s;
  output b;
  output reg active;
  output reg[1:0] regime;
  input clk, rst;
  reg [1:0] y_select_next, s_step;
  reg y_en, s_en, y_upd, s_sub, s_zero;
  datapath _datapath(
    .x(x),
    .y(y),
    .s(s),
    .b(b),
    .s_en(s_en),
    .s_step(s_step),
    .s_sub(s_sub),
    .s_zero(s_zero),
    .y_en(y_en),
    .y_select_next(y_select_next),
    .y_upd(y_upd),
    .clk(clk),
    .rst(rst)
  );
   localparam
        OFF_STATE =     0,
        UPD_0 =         1,
        UPD_1 =         2,
        UPD_2 =         3,
        COUNT_0 =       4,
        COUNT_1 =       5,
        COUNT_2 =       6,
        ENUM_INACTIVE = 7,
        ENUM_ACTIVE_6 = 8,
        ENUM_ACTIVE_6_S0 = 11,
        ENUM_ACTIVE_2 = 9,
        ENUM_ACTIVE_0 = 10;
    reg [3:0] state, next_state;
    reg [2:0] timer = 0, next_timer = 0;
  always @(posedge clk or posedge rst) begin
        if (rst) begin
            state <= OFF_STATE;
            timer <= 0;
            next_timer <= 0;
        end
        else
          if (timer == 0) begin
            state <= next_state;
            timer <= next_timer;
          end else begin
            timer <= timer - 1;
          end
    end
    always @* begin
        if (state == OFF_STATE) begin
          case (on)
            2'd1: begin
              if (!start)
                next_state <= ENUM_INACTIVE;
              else begin
                next_state <= ENUM_ACTIVE_6_S0;
              end
            end
            2'd2: begin
              if (start && x > 0) 
                next_state <= COUNT_1;
              if (start && x == 0)
                next_state <= COUNT_2;
              if (!start)
                next_state <= OFF_STATE;
            end
            2'd3: begin
              next_state <= UPD_0;
            end
          endcase
        end
    end
    always @* begin
      next_state = state;
      next_timer = 0;
      case(state)
        UPD_0: 
          next_state = UPD_1;
        UPD_1:
          next_state = UPD_2;
        UPD_2:
          next_state = OFF_STATE;
        COUNT_0, COUNT_1: begin
          if (start) begin
            if (s == 0) 
              next_state = COUNT_2;
            else
              next_state = COUNT_1;
          end
          else 
            next_state = OFF_STATE;
        end
        COUNT_2:
          if (start)
            next_state = COUNT_1;
          else
            next_state = OFF_STATE;
        ENUM_INACTIVE:
          if (!start)
            next_state = ENUM_INACTIVE;
          else begin
            next_state = ENUM_ACTIVE_6;
            next_timer = 1;
          end
        ENUM_ACTIVE_6_S0:
          next_state = ENUM_ACTIVE_6;
        ENUM_ACTIVE_6: begin
          next_state = ENUM_ACTIVE_2;
          next_timer = 3;
        end
        ENUM_ACTIVE_2: begin
          next_state = ENUM_ACTIVE_0;
        end
        ENUM_ACTIVE_0:
          next_state = OFF_STATE;
      endcase
    end
    always @* begin
      case(state)
        OFF_STATE: begin
          active <= 0;
          regime <= 0;
          y_upd <=        0;
          y_select_next <= 0;
          y_en <=         0;
          s_zero <=       0;
          s_sub <=        0;
          s_step <=       0;
          s_en <=         0;
        end
        UPD_0: begin
          active <=       0;
          regime <=       3;
          y_upd <=        0;
          y_select_next <= 0;
          y_en <=         1;
          s_zero <=       0;
          s_sub <=        0;
          s_step <=       0;
          s_en <=         0;
        end
        UPD_1: begin
          active <=       0;
          regime <=       3;
          y_upd <=        1;
          y_select_next <= 1;
          y_en <=         1;
          s_zero <=       0;
          s_sub <=        1;
          s_step <=       1;
          s_en <=         1;
        end
        UPD_2: begin
          active <=       0;
          regime <=       3;
          y_upd <=        0;
          y_select_next <= 0;
          y_en <=         0;
          s_zero <=       0;
          s_sub <=        0;
          s_step <=       0;
          s_en <=         0;
        end
        COUNT_0: begin
          active <=       0;
          regime <=       2;
          y_upd <=        0;
          y_select_next <= 0;
          y_en <=         0;
          s_zero <=       0;
          s_sub <=        1;
          s_step <=       1;
          s_en <=         1;
        end
        COUNT_1: begin
          active <=       0;
          regime <=       2;
          y_upd <=        0;
          y_select_next <= 0;
          y_en <=         0;
          s_zero <=       0;
          s_sub <=        1;
          s_step <=       1;
          s_en <=         1;
        end
        COUNT_2: begin
          active <=       0;
          regime <=       2;
          y_upd <=        0;
          y_select_next <= 2;
          y_en <=         1;
          s_zero <=       0;
          s_sub <=        1;
          s_step <=       1;
          s_en <=         1; 
        end
        ENUM_INACTIVE: begin
          active <=       0;
          regime <=       1;
          y_upd <=        0;
          y_select_next <= 0;
          y_en <=         0;
          s_zero <=       1;
          s_sub <=        1;
          s_step <=       2;
          s_en <=         0;
        end
        ENUM_ACTIVE_6, ENUM_ACTIVE_6_S0: begin
          active <=       1;
          regime <=       1;
          y_upd <=        0;
          y_select_next <= 0;
          y_en <=         0;
          s_zero <=       1;
          s_sub <=        1;
          s_step <=       2;
          s_en <=         1;
        end
        ENUM_ACTIVE_2: begin
          active <=       1;
          regime <=       1;
          y_upd <=        0;
          y_select_next <= 0;
          y_en <=         0;
          s_zero <=       0;
          s_sub <=        1;
          s_step <=       2;
          s_en <=         1;
        end
        ENUM_ACTIVE_0: begin
          active <=       1;
          regime <=       1;
          y_upd <=        0;
          y_select_next <= 0;
          y_en <=         0;
          s_zero <=       1;
          s_sub <=        1;
          s_step <=       2;
          s_en <=         1;
        end
      endcase 
    end
endmodule
```
`design/flow/run.sh`:
```
#!/bin/bash
# OpenROAD 26Q1-2900-gdf79404cd8, Yosys 0.63+post, stock flow scripts
make -C /OpenROAD-flow-scripts/flow DESIGN_CONFIG=/design/flow/config.mk WORK_HOME=/design/flow/orfs finish
```
==> notes.md <==
## Outcome
* stopped before the end — result of the run
* synthesis (1_2_yosys) — last stage reached
* ERROR: Found 1 problems in 'check -assert'. — error msg

## Synthesis
* sky130_fd_sc_hd__dfrtp_1 (25%), sky130_fd_sc_hd__dlxtn_1 (9.9%), sky130_fd_sc_hd__ha_1 (7.5%) — largest cells by area after synthesis
* 30 — flops & latches, synth
* sky130_fd_sc_hd__dfrtp_1 — most area-hungry cell type in the Yosys netlist
* 0.6000 — Async S/R FF share, synth
* 218 — count of instantiated cells in the yosys netlist
* 0 — number of flops mapped to enable cells by yosys
* 2 — total number of yosys warnings
* 0.001826 mm2 — Yosys chip area
* 45 — distinct cell type count of the synthesized netlist
* sky130_fd_sc_hd__dfrtp_1 — most instantiated flip-flop cell in the synthesis netlist
* 0.2467 — portion of synthesized cell area occupied by the leading cell type

cell families after synthesis:
| logic type | count (synthesis) | share of synthesized area |
|---|---|---|
| XOR/XNOR | 5 | 0.02399 |
| adder cells (fa/ha/maj) | 13 | 0.09733 |
| AND/OR/NAND/NOR | 74 | 0.2001 |
| latches | 12 | 0.09870 |
| flip-flops | 18 | 0.2467 |
| buffers and inverters | 37 | 0.07608 |
| multiplexers | 9 | 0.06649 |
| AND-OR/OR-AND | 50 | 0.1905 |
cells in the mapped netlist, types with 4 or more instances:
cell type,n
sky130_fd_sc_hd__inv_1,27
sky130_fd_sc_hd__nand2_1,22
sky130_fd_sc_hd__dfrtp_1,18
sky130_fd_sc_hd__nor2_1,18
sky130_fd_sc_hd__a21oi_1,14
sky130_fd_sc_hd__dlxtn_1,12
sky130_fd_sc_hd__o21ai_0,12
sky130_fd_sc_hd__ha_1,11
sky130_fd_sc_hd__clkbuf_1,10
sky130_fd_sc_hd__nand2b_1,7
sky130_fd_sc_hd__nand3_1,6
sky130_fd_sc_hd__mux2i_1,5
sky130_fd_sc_hd__nor3_1,5
sky130_fd_sc_hd__xnor2_1,5
sky130_fd_sc_hd__nor2b_1,4
